==> ./design.v <==
module PC(count, clock, reset);
	input clock, reset;
	output [31:0] count;
	reg [31:0] count;
	always @(posedge clock)
		if(!reset)
			count = count+1;
		else
			count = 0;
endmodule
module tb_PC;
	reg clock, reset;
	wire [31:0] count;
	PC pc(count, clock, reset);
	initial begin
		repeat(500)
		#5 clock = ~clock;
	end
	initial begin
		$monitor(, $time, " Count=%b, Clock=%b, Reset=%b", count, clock, reset);
		#0 clock = 1'b0; reset = 1'b1;
		#10 reset = 1'b0;
	end
endmodule
==> ./run.sh <==
#!/bin/bash
# OpenROAD 26Q1-2900-gdf79404cd8, Yosys 0.63+post, stock flow scripts
make -C /OpenROAD-flow-scripts/flow DESIGN_CONFIG=/design/flow/config.mk WORK_HOME=/design/flow/orfs finish
==> ./config.mk <==
export PLATFORM = sky130hd
export DESIGN_NAME = PC
export DESIGN_NICKNAME = PC
export VERILOG_FILES = /design/flow/design.v
export SDC_FILE = /design/flow/constraint.sdc
export NUM_CORES = 4
export LEC_CHECK = 1
export CORE_AREA = 10 10 93 93
export DIE_AREA = 0 0 103 103
==> ./constraint.sdc <==
current_design PC

set clk_period 6.5
set clk_io_pct 0.2

create_clock -name clk0 -period $clk_period [get_ports {clock}]

set non_clock_inputs [all_inputs -no_clocks]
set_input_delay [expr $clk_period * $clk_io_pct] -clock clk0 $non_clock_inputs
set_output_delay [expr $clk_period * $clk_io_pct] -clock clk0 [all_outputs]
==> results.txt <==
Figures from the implementation reports.

- The flow ran to the end, and the final reports show no timing, DRC or antenna violations.
- The average cell area after synthesis reads 8.78 sq um.
- The fraction of the mapped netlist area in simple logic gates is 29.1%.
- Before antenna repair, the detailed router went through 4 iterations.
- The top-area cell type share of the netlist area reads 43.4%.
- According to the dpl log, the detail-placed design has an HPWL of 2490 um.
- Looking at hold timing, the worst path starts from count[0]$_SDFF_PP0_.
- The synthesis report lists the Yosys warning total as 1.
- The analysis attributes to cell leakage a power of 0.573 nW.
- The startpoint of the lowest-slack register-to-register path is count[2]$_SDFF_PP0_.
- The power density over the cells is 188 nW/um^2.
- STA shows the worst reg2reg path with a cell count of 4.
- After routing the design area is 1950 sq um.
- The H-tree generated during clock tree synthesis spans 2 levels.
- The ratio of routed vias to standard cells is 4.70.
- For the worst reg-to-reg path, the endpoint reported by OpenROAD is count[21]$_SDFF_PP0_.
- The CTS report gives the tree buffer count as 5.
- The post-synthesis compound-gate area fraction reads 13.4%.
- The CTS tree is yes.
- The path category of the worst min-delay check is reg -> reg.
- The quantity of I/O buffers inserted on ports is 33.
- Entering global routing, the biggest net connects 37 pins.
- The routed layout has 1321 vias.
- The count of antenna-violating nets left after detailed routing is 0.
- The maximum count of clock buffers along a single path reads 2.
- The cell with the biggest individual delay on the critical path reads sky130_fd_sc_hd__clkdlybuf4s50_1.
- Sorting the synthesized cells by how often they occur yields 32 x sky130_fd_sc_hd__dfxtp_1, 17 x sky130_fd_sc_hd__a21oi_1, 14 x sky130_fd_sc_hd__nor2_1, 12 x sky130_fd_sc_hd__or4_1.
- The final tally of max-slew violations reads 0.
- Summing the areas of all fa, ha and maj instances in the mapped netlist gives 0.848% of the synthesized area.
- For the worst-skew pair, the clock arrives at the later sink with an insertion delay of 0.28 ns.
- In this run the layout overhead on the synthesized area is reported as 32.2%.
- The first-pass GRT wire length reads 6240 um.
- The post-synthesis mux area share reads 3.05%.
- In this run, post-CTS hold repair placed 0 buffers.
- The max-capacitance violation count is 0.
- The global placement routability congestion is 0.761.
- The async set-reset flop share out of synthesis is 0%.
- The setup fix buffers added after clock tree synthesis is 0.
- Cells with a size suffix above 1 make up 6.47% of the layout.
- Global routing used 7.17% of the available tracks across all layers.
- The report lists the number of standard-cell rows as 30.
- The worst-case hold path end point is count[0]$_SDFF_PP0_.
- In this design, the largest share of critical-path delay is due to buffers and inverters.
- The most frequently used cell type in the post-synthesis netlist reads sky130_fd_sc_hd__dfxtp_1.
- The post-layout worst setup margin is 3.95 ns.
- The highest supply drop recorded on VDD is 0.0592 mV.
- After synthesis, the largest family of logic cells by area is simple AND/OR/NAND/NOR gates.
- The critical path maximum fanout is 6.
- The cell at the root of the clock tree is sky130_fd_sc_hd__clkbuf_8.
- Across all register-to-register paths, the minimum setup slack is 4.18 ns.
- The clock period could shrink to 2.55 ns.
- The clock tree has to reach 32 sinks.
- The first-iteration detailed-routing DRC count is 137.
- The post-synthesis xor/xnor area fraction reads 5.34%.
- The dominant synthesized flop cell is sky130_fd_sc_hd__dfxtp_1.
- The area inside the core boundary is 6760 sq um.
- The total placed instance area is 1860 sq um.
- The final antenna diode tally reported by the flow is 0.
- The buffering stage count on the worst path with inverters included reads 1.
- Traced cell by cell, the critical path runs through clkdlybuf4s50_1.
- The count of instances resized after the clock tree is built reads 0.
- The sort of element at the end of the critical path is a primary output.
- The stage logs contain a warning count of 25.
- The flip-flop count of the largest register after layout is 32.
- The placed cell count reads 273.
- The clock transition at the registers of the reported paths is 0.06 ns.
- The final report lists the setup-violating endpoint count as 0.
- Setup repair after global routing left no endpoint under its margin.
- In this run the horizontal extent of the chip is 103 um.
- The synthesized cell area is 1480 sq um.
- The tally of unique sky130hd cells used after synthesis is 29.
- The initial antenna violation count reads 0.
- The number of global-route vias before repair is 1335.
- The top achievable clock speed is 392 MHz.
- The wire length per cell after detailed routing reads 12.8 um.
- The sum of negative setup slack is 0 ns.
- The overall overflow remaining after global route reads 0.
- Measured against its own limit, the worst slew margin works out to 63.8%.
- The synthesized design contains 0 enable-type register cells.
- The final timing report lists clock skew as 0.00344 ns.
- The final cell count without fillers is 281.
- The count of final hold-check violations reads 0.
- The highest cell delay on the worst timing path is 0.52 ns.
- The chip area reads 10600 sq um.
- The post-synthesis sequential element count is 32.
- By area the synthesized netlist is led by sky130_fd_sc_hd__dfxtp_1 43%, sky130_fd_sc_hd__or4_1 6.1%, sky130_fd_sc_hd__a21oi_1 5.8%, sky130_fd_sc_hd__o31ai_1 5.6%, sky130_fd_sc_hd__nor2_1 3.6%.
- The die span in y is 103 um.
- The critical path data arrival time is 1.25 ns.
- According to the I/O placement log, the pin count is 34.
- The biggest area consumer among synthesized cells reads sky130_fd_sc_hd__dfxtp_1.
- For reference, the most critical setup path is categorized as reg -> out.
- The share of the clock period used by the worst path after layout is 39.3%.
- The summed standard-cell area reported by yosys reads 1480 sq um.
- The post-placement worst setup slack reads 3.91 ns.
- The worst path required time reads 5.20 ns.
- The actual transition at the worst max-transition pin is 0.542 ns.
- In the synthesized netlist, the number of instances is 168.
- The sequential element share of the synthesized area is 43.4%.
- The DRC violation count after routing reads 0.
- Yosys stat counts 168 cells in the synthesized netlist.
- The total wire length after detailed routing reads 3590 um.
- STA classifies the critical path startpoint as a flop.
- The number of stages on the worst hold path reads 1.
- The effective utilization at floorplan is 21.8%.
-- cell type report --
type                       instances  area (sq um)
clock buffer                       8          90.1
fill                             711          4810
inverter                           5          18.8
multi-input combinational        122           763
sequential                        32           641
tap                               80           100
timing repair buffer              34           338
-- cell usage in the layout (no fill, tap or decap) --
| cell type | synthesis | routed |
|---|---|---|
| sky130_fd_sc_hd__a21oi_1 | 17 | 17 |
| sky130_fd_sc_hd__inv_1 | 5 | 5 |
| sky130_fd_sc_hd__and4_1 | 2 | 2 |
| sky130_fd_sc_hd__clkdlybuf4s50_1 | 0 | 33 |
| sky130_fd_sc_hd__and4_4 | 1 | 1 |
| sky130_fd_sc_hd__nand3_1 | 8 | 8 |
| sky130_fd_sc_hd__or4_1 | 12 | 12 |
| sky130_fd_sc_hd__dfxtp_1 | 32 | 32 |
| sky130_fd_sc_hd__xnor2_1 | 5 | 5 |
| sky130_fd_sc_hd__mux2_1 | 1 | 1 |
| sky130_fd_sc_hd__o31ai_1 | 11 | 11 |
| sky130_fd_sc_hd__nor2b_1 | 5 | 5 |
| sky130_fd_sc_hd__or3_1 | 6 | 6 |
| sky130_fd_sc_hd__buf_4 | 0 | 1 |
| sky130_fd_sc_hd__nor3_1 | 2 | 2 |
| sky130_fd_sc_hd__clkbuf_1 | 4 | 2 |
| sky130_fd_sc_hd__clkbuf_8 | 0 | 6 |
| sky130_fd_sc_hd__nand3_2 | 1 | 1 |
| sky130_fd_sc_hd__or4_4 | 1 | 1 |
| sky130_fd_sc_hd__nand2_1 | 11 | 11 |
| sky130_fd_sc_hd__mux2_2 | 3 | 3 |
| sky130_fd_sc_hd__xor2_1 | 4 | 4 |
| sky130_fd_sc_hd__nor2_1 | 14 | 14 |
| sky130_fd_sc_hd__nand4_1 | 5 | 5 |
| sky130_fd_sc_hd__o21ai_0 | 6 | 6 |
| sky130_fd_sc_hd__nor3b_1 | 1 | 1 |
| sky130_fd_sc_hd__or4b_1 | 1 | 1 |
| sky130_fd_sc_hd__or3b_1 | 1 | 1 |
| sky130_fd_sc_hd__ha_1 | 1 | 1 |
| sky130_fd_sc_hd__nor4_1 | 3 | 3 |
-- metrics by stage --
| step | hold slack [ns] | power, W | utilization, % |
|---|---|---|---|
| 3_3_place_gp | 0.460 | 0.000215 | 27.5 |
| 3_5_place_dp | 0.470 | 0.000215 | 27.5 |
| 6_report | 0.475 | 0.000366 | 28.9 |
| 2_1_floorplan | 0.430 | 0.000209 | - |
| 5_1_grt | 0.503 | 0.000382 | 28.9 |
| 4_1_cts | 0.482 | 0.000372 | 28.9 |
-- layer usage --
layer	part of all wire, %	vias up	track usage, %	wire [um]
li1	-	682	-	-
met1	46	610	9.43	1650
met2	44	27	11.1	1570
met3	9.8	2	2.98	353
met4	0.45	0	0.856	16
met5	0	-	0	0
-- report_power, final --
part           leakage [nW]  switching, W  total [W]  internal [W]
Clock                0.0455     0.0000693   0.000156     0.0000863
Sequential            0.258    0.00000206   0.000200      0.000198
Combinational         0.269    0.00000540  0.0000105    0.00000512
Total                 0.573     0.0000767   0.000366      0.000289
-- logic make-up after synthesis --
family                   after synthesis
AND/OR/NAND/NOR                       74
AND-OR/OR-AND                         34
flip-flops                            32
buffers and inverters                 14
XOR/XNOR                               9
multiplexers                           4
adder cells (fa/ha/maj)                1
-- worst max-delay path by stage --
stage,cells past startpoint,end,start,slack [ns]
CTS,1,count[2],count[2]$_SDFF_PP0_,3.92
finish,1,count[2],count[2]$_SDFF_PP0_,3.95
global route,1,count[2],count[2]$_SDFF_PP0_,3.88
Power is estimated from default activity; no workload was simulated.
